[run.sh]
#!/bin/bash
# OpenROAD 26Q1-2900-gdf79404cd8, Yosys 0.63+post, stock flow scripts
make -C /OpenROAD-flow-scripts/flow DESIGN_CONFIG=/design/flow/config.mk WORK_HOME=/design/flow/orfs finish
[config.mk]
export PLATFORM = sky130hd
export DESIGN_NAME = vga_colorbar
export DESIGN_NICKNAME = vga_colorbar
export VERILOG_FILES = /design/flow/design.v
export SDC_FILE = /design/flow/constraint.sdc
export NUM_CORES = 4
export LEC_CHECK = 1
export CORE_UTILIZATION = 50
[constraint.sdc]
current_design vga_colorbar

set clk_period 1.0
set clk_io_pct 0.2

create_clock -name clk0 -period $clk_period [get_ports {sys_clk}]

set non_clock_inputs [all_inputs -no_clocks]
set_input_delay [expr $clk_period * $clk_io_pct] -clock clk0 $non_clock_inputs
set_output_delay [expr $clk_period * $clk_io_pct] -clock clk0 [all_outputs]
[design.v]
`timescale 1ns / 1ns
module pll(
    input wire sys_clk , 
    input wire sys_rst_n , 
    output wire vga_clk 
);
reg clk_25;
always @(posedge sys_clk or negedge sys_rst_n) begin
    if (!sys_rst_n) begin
        clk_25 <= 0;
    end else begin
        clk_25 <= ~clk_25;
    end
end
assign vga_clk = clk_25;
endmodule
`timescale 1ns / 1ns
module vga_colorbar(
input wire sys_clk , 
input wire sys_rst_n , 
output wire hsync , 
output wire vsync , 
output wire [15:0] rgb 
);
 wire vga_clk ; 
 wire [9:0] pix_x ; 
 wire [9:0] pix_y ; 
 wire [15:0] pix_data;
 pll pll_inst
 (
 .sys_clk(sys_clk),
 .sys_rst_n(sys_rst_n),
 .vga_clk(vga_clk)
 );
 vga_pic vga_pic_inst
 (
 .vga_clk (vga_clk ), 
 .sys_rst_n (sys_rst_n ), 
 .pix_x (pix_x ), 
 .pix_y (pix_y ), 
 .pix_data (pix_data ) 
 );
 vga_ctrl vga_ctrl_inst
 (
 .vga_clk (vga_clk ), 
 .sys_rst_n (sys_rst_n ), 
 .pix_data (pix_data ), 
 .pix_x (pix_x ), 
 .pix_y (pix_y ), 
 .hsync (hsync ), 
 .vsync (vsync ), 
 .rgb (rgb ) 
 );
 endmodule
`timescale 1ns / 1ns
module vga_ctrl(
    input  wire        vga_clk,     
    input  wire        sys_rst_n,   
    input  wire [15:0] pix_data,    
    output wire [9:0]  pix_x,       
    output wire [9:0]  pix_y,       
    output wire        hsync,       
    output wire        vsync,       
    output wire [15:0] rgb          
);
localparam H_SYNC_PULSE  = 10'd96;   
localparam H_BACK_PORCH  = 10'd40;  
localparam H_LEFT_BORDER = 10'd8;   
localparam H_ACTIVE      = 10'd640;  
localparam H_RIGHT_BORDER= 10'd8;    
localparam H_FRONT_PORCH = 10'd8;   
localparam H_TOTAL_CYCLES= 10'd800;  
localparam V_SYNC_PULSE  = 10'd2;   
localparam V_BACK_PORCH  = 10'd25;   
localparam V_TOP_BORDER  = 10'd8;    
localparam V_ACTIVE      = 10'd480;  
localparam V_BOTTOM_BORDER=10'd8;   
localparam V_FRONT_PORCH = 10'd2;   
localparam V_TOTAL_LINES = 10'd525;  
localparam H_SYNC_END   = H_SYNC_PULSE;
localparam H_BP_END     = H_SYNC_END + H_BACK_PORCH;
localparam H_BORDER_END = H_BP_END + H_LEFT_BORDER;
localparam H_ACTIVE_END = H_BORDER_END + H_ACTIVE;
localparam H_FP_START   = H_ACTIVE_END + H_RIGHT_BORDER;
localparam V_SYNC_END   = V_SYNC_PULSE;
localparam V_BP_END     = V_SYNC_END + V_BACK_PORCH;
localparam V_BORDER_END = V_BP_END + V_TOP_BORDER;
localparam V_ACTIVE_END = V_BORDER_END + V_ACTIVE;
localparam V_FP_START   = V_ACTIVE_END + V_BOTTOM_BORDER;
reg [9:0] h_counter;    
reg [9:0] v_counter;   
wire in_h_active_region;  
wire in_v_active_region;  
wire in_active_display;  
wire data_request_region; 
always @(posedge vga_clk or negedge sys_rst_n) begin
    if (!sys_rst_n) begin
        h_counter <= 10'd0;
    end else begin
        if (h_counter == H_TOTAL_CYCLES - 1'd1) begin
            h_counter <= 10'd0;  
        end else begin
            h_counter <= h_counter + 1'd1;  
        end
    end
end
always @(posedge vga_clk or negedge sys_rst_n) begin
    if (!sys_rst_n) begin
        v_counter <= 10'd0;
    end else begin
        if (h_counter == H_TOTAL_CYCLES - 1'd1) begin
            if (v_counter == V_TOTAL_LINES - 1'd1) begin
                v_counter <= 10'd0;  
            end else begin
                v_counter <= v_counter + 1'd1;  
            end
        end
    end
end
assign hsync = (h_counter < H_SYNC_PULSE) ? 1'b1 : 1'b0;
assign vsync = (v_counter < V_SYNC_PULSE) ? 1'b1 : 1'b0;
assign in_h_active_region = (h_counter >= H_BORDER_END) && 
                           (h_counter < H_ACTIVE_END);
assign in_v_active_region = (v_counter >= V_BORDER_END) && 
                           (v_counter < V_ACTIVE_END);
assign in_active_display = in_h_active_region && in_v_active_region;
assign data_request_region = ((h_counter >= H_BORDER_END - 1'd1) && 
                             (h_counter < H_ACTIVE_END - 1'd1)) &&
                             in_v_active_region;
assign pix_x = data_request_region ? 
              (h_counter - (H_BORDER_END - 1'd1)) : 10'h3FF;
assign pix_y = data_request_region ? 
              (v_counter - V_BORDER_END) : 10'h3FF;
assign rgb = in_active_display ? pix_data : 16'h0000;
endmodule
`timescale 1ns / 1ns
module vga_pic(
    input  wire        vga_clk,
    input  wire        sys_rst_n,
    input  wire [9:0]  pix_x,
    input  wire [9:0]  pix_y,
    output reg  [15:0] pix_data
);
    localparam BLACK  = 16'h0000;
    localparam WHITE  = 16'hFFFF;
    localparam X_START  = 10'd120;  
    localparam Y_START  = 10'd190;
    localparam LETTER_H = 10'd90;   
    localparam LETTER_W = 10'd90;   
    localparam GAP      = 10'd25;   
    localparam STROKE   = 10'd15;      
    localparam MID_STROKE = 10'd22;
    wire in_m_box = (pix_x >= X_START) &&
                    (pix_x <  X_START + LETTER_W) &&
                    (pix_y >= Y_START) &&
                    (pix_y <  Y_START + LETTER_H);
    wire [9:0] m_x_off = pix_x - X_START;
    wire [9:0] m_y_off = pix_y - Y_START;
    wire m_left_bar   = (m_x_off < STROKE + 2); 
    wire m_right_bar  = (m_x_off >= LETTER_W - STROKE - 2); 
    wire m_slope1     = (m_x_off >= STROKE - 2) && (m_x_off < LETTER_W/2) && 
                        (m_y_off >= (LETTER_H * (m_x_off - (STROKE - 2))) / (LETTER_W/2 - (STROKE - 2)) - STROKE/2) &&
                        (m_y_off <= (LETTER_H * (m_x_off - (STROKE - 2))) / (LETTER_W/2 - (STROKE - 2)) + STROKE/2) &&
                        (m_y_off >= 0);
    wire m_slope2     = (m_x_off >= LETTER_W/2) && (m_x_off < LETTER_W - STROKE + 2) && 
                        (m_y_off >= LETTER_H - (LETTER_H * (m_x_off - LETTER_W/2)) / (LETTER_W/2 - (STROKE - 2)) - STROKE/2) &&
                        (m_y_off <= LETTER_H - (LETTER_H * (m_x_off - LETTER_W/2)) / (LETTER_W/2 - (STROKE - 2)) + STROKE/2) &&
                        (m_y_off >= 0);
    wire draw_m = in_m_box && (m_left_bar || m_right_bar || m_slope1 || m_slope2);
    localparam U_X_START = X_START + LETTER_W + GAP;
    wire in_u_box = (pix_x >= U_X_START) &&
                    (pix_x < U_X_START + LETTER_W) &&
                    (pix_y >= Y_START) &&
                    (pix_y < Y_START + LETTER_H);
    wire [9:0] u_x_off = pix_x - U_X_START;
    wire [9:0] u_y_off = pix_y - Y_START;
    wire u_left_bar   = (u_x_off < STROKE);                            
    wire u_right_bar  = (u_x_off >= LETTER_W - STROKE);               
    wire u_bottom_bar = (u_y_off >= LETTER_H - STROKE) &&              
                        (u_x_off >= 0) && (u_x_off < LETTER_W);
    wire draw_u = in_u_box && (u_left_bar || u_right_bar || u_bottom_bar);
    localparam S_X_START = U_X_START + LETTER_W + GAP;
    wire in_s_box = (pix_x >= S_X_START) &&
                    (pix_x < S_X_START + LETTER_W) &&
                    (pix_y >= Y_START) &&
                    (pix_y < Y_START + LETTER_H);
    wire [9:0] s_x_off = pix_x - S_X_START;
    wire [9:0] s_y_off = pix_y - Y_START;
    wire s_top_bar = (s_y_off < STROKE) && 
                     (s_x_off >= STROKE);
    wire s_mid_bar = (s_y_off >= LETTER_H/2 - STROKE/2) &&
                     (s_y_off <= LETTER_H/2 + STROKE/2) &&
                     (s_x_off >= (s_y_off < LETTER_H/2 ? 0 : STROKE)) &&
                     (s_x_off <= (s_y_off < LETTER_H/2 ? LETTER_W - STROKE : LETTER_W));
    wire s_bottom_bar = (s_y_off > LETTER_H - STROKE) &&
                        (s_x_off <= LETTER_W - STROKE);
    wire s_left_top = (s_x_off < STROKE) &&
                      (s_y_off >= STROKE) &&
                      (s_y_off < LETTER_H/2);
    wire s_right_bottom = (s_x_off > LETTER_W - STROKE) &&
                          (s_y_off > LETTER_H/2) &&
                          (s_y_off <= LETTER_H - STROKE);
    wire draw_s = in_s_box && (s_top_bar || s_mid_bar || s_bottom_bar || s_left_top || s_right_bottom);
    localparam T_X_START = S_X_START + LETTER_W + GAP;
    wire in_t_box = (pix_x >= T_X_START) &&
                    (pix_x < T_X_START + LETTER_W) &&
                    (pix_y >= Y_START) &&
                    (pix_y < Y_START + LETTER_H);
    wire [9:0] t_x_off = pix_x - T_X_START;
    wire [9:0] t_y_off = pix_y - Y_START;
    wire t_horizontal = (t_y_off < STROKE) &&                        
                        (t_x_off >= 0) && (t_x_off < LETTER_W);
    wire t_vertical   = (t_x_off >= LETTER_W/2 - STROKE/2) &&       
                        (t_x_off <= LETTER_W/2 + STROKE/2) &&
                        (t_y_off >= STROKE);
    wire draw_t = in_t_box && (t_horizontal || t_vertical);
    always @(posedge vga_clk or negedge sys_rst_n) begin
        if (!sys_rst_n)
            pix_data <= BLACK;
        else
            pix_data <= (draw_m || draw_u || draw_s || draw_t) ? WHITE : BLACK;
    end
endmodule
==> notes.md <==
This note records the results obtained with Yosys and OpenROAD.

Final layout
The share of the core filled with cells is 0.527. Per the run report, area growth between synthesis and finish was 2.44%. The final layout report lists a filler cell count of 1730.

The layout cell share with drive strength beyond 1 is 0.0538.

Synth
In this run, synthesis inferred 0 flip-flops with an integrated enable. The post-synthesis instance total is roughly 1200. The synthesis log from Yosys contains 3 warnings. The total cell area reported by yosys after synthesis is about 8900 um^2.

The share of async-settable or async-resettable flops after synthesis is 1.00. The number of cells in the yosys synthesis report is 1169. The mean instance size in the synthesized netlist is roughly 7.6 um^2. The register bit count reported by yosys is 22.

The number of different library cells used by synthesis comes to 105. The sequential fraction of the synthesis area is 0.0617. The dominant register cell is sky130_fd_sc_hd__dfrtp_1. The cell area that synthesis handed to floorplanning was slightly below 9000 um^2.

Floorplanning
The horizontal die size is between 100 and 150 um. For this configuration, the core starts out at a cell density of 0.514. The floorplan row count is about 48. The top-level I/O count is 20.

The height of the chip is 136 um. After floorplanning, the die was sized to cover 18400 um^2. The core region is roughly 17000 um^2.

Setup path
The dominant delay contributor by cell family on the critical path is flip-flops. The depth of the worst register-to-register path is 1. The kind of start point of the critical path is a register. The highest-delay cell along the critical path is sky130_fd_sc_hd__dfrtp_1.

The start point of the critical path is pll_inst.clk_25. The timing report gives the biggest stage delay along the critical path as 0.33 ns. STA classifies the critical path endpoint as a register. The number of buffers and inverters on the critical path is 1.

The biggest fanout along the worst timing path is 2. The register-to-register setup slack is 0.51 ns. All stages included, the depth of the critical timing path comes to 1. The critical path arrival is between 0.3 and 0.4 ns. In this run the critical register-to-register path is captured at pll_inst.clk_25. In this run the critical register-to-register path is launched from pll_inst.clk_25. The critical path goes through inv_1.

The required time at the worst endpoint is listed as roughly 0.9 ns. For reference, the most critical setup path is categorized as reg2reg.

Global routing
Recorded from the global router log, the overflow total was 0. Entering global routing, the biggest net connects 23 pins. The wire length of the first global-routing pass is between 30 and 40 mm. The via count of the first global-routing pass is 7407. Summed over all routing layers, the global router reports a total usage of 0.267. The initial antenna violation count is 0.

Final timing
The final critical-path required period is between 0.4 and 0.5 ns. The transition time recorded at the tightest slew-check pin is slightly below 1 ns. In the final timing run, aggregate negative setup slack is 0 ns. Post-route period utilization is reported as 0.486.

Endpoints with negative setup slack in the final report add up to 0. The hold violation count in the final report is 0. The timer found 21 register pins that no clock reaches; their paths are not timed. The maximum frequency from static timing analysis is about 2100 MHz. For the final database, setup skew stands at 0 ns. The count of endpoints without a timing constraint is 39. Checking max transition, the worst relative margin is 0.352. Setup repair after global routing left no endpoint under its margin. The number of pins with negative max-slew slack in the final report is 0.

Clock tree
The post-CTS repair timing setup buffer count is 0. The post-cts repair resize count is 0. For this design, the CTS-stage hold fixing added 0 buffers. The clock-pin slew on the worst setup and hold paths is 0 ns. The later-pin clock latency in the skew report is 0 ns.

Pwr
The leakage power in the latest report is between 3 and 4 nW. IR analysis of the VDD net gives a maximum drop of 0.0450 mV. Per the summary, power density relative to cell area is between 6 and 7 nW/um^2.

Route
Across all layers, the routed design uses ~8200 vias. The number of diodes added for antenna fixing is 0. The post-detailed-route count of antenna-violating nets is 0. The iteration-0 DRC count of the detailed router is between 400 and 500. The total DRC errors in the routed layout is 0. The routed length per placed instance is 17.2 um. The detailed-route vias per instance is 6.04. The iteration count of the initial detailed-routing pass is 5. For this block, the routed nets add up to 23.4 mm of wire.

Flow run
The logs give a warning total of ~51. The number of maximum-capacitance violations recorded for the run is 0.

Status
The run finished with clean final reports.

Place
During placement, the flow inserted port buffers numbering 19. The half-perimeter wire length after detailed placement is 19.2 mm. The weighted congestion reported at the end of routability-driven placement is just under 1.

Hold path
The path class of the tightest hold or removal check is in2async.
cells by family (layout without fill, tap and decap cells):
group,count (synthesis),in the layout,synth area share
buffers and inverters,167,132,0.0805
XOR/XNOR,105,105,0.106
AND-OR/OR-AND,326,326,0.258
AND/OR/NAND/NOR,386,386,0.235
multiplexers,6,6,0.00673
flip-flops,22,22,0.0617
adder cells (fa/ha/maj),157,157,0.253
flip-flops by register name, summed over array words and instances (netlist names):
name and count:
vga_ctrl_inst.h_counter 10, vga_ctrl_inst.v_counter 10, pll_inst.clk_25 1, vga_pic_inst.pix_data 1
cell usage in the layout (no fill, tap or decap), types with 31 or more instances in the layout:
cell                      netlist  layout
sky130_fd_sc_hd__ha_1         118     118
sky130_fd_sc_hd__inv_1         98      98
sky130_fd_sc_hd__nand2_1       90      90
sky130_fd_sc_hd__xnor2_1       71      71
sky130_fd_sc_hd__a21oi_1       71      71
sky130_fd_sc_hd__nor2_1        65      64
sky130_fd_sc_hd__o21ai_0       55      55
sky130_fd_sc_hd__nand3_1       39      39
sky130_fd_sc_hd__fa_1          39      39
sky130_fd_sc_hd__xor2_1        31      31
routing by layer:
metal | vias to the layer above | GRT usage | routed length (um)
met5 | - | 0 | 0
met4 | 0 | 0.0187 | 141
met3 | 12 | 0.0191 | 970
met2 | 187 | 0.408 | 10300
met1 | 3843 | 0.432 | 12000
li1 | 4167 | - | -
report_power, final:
group / internal [W] / leakage, nW / switching (W)
combinational: 0.00000604 / 3.63 / 0.0000172
sequential: 0.0000403 / 0.297 / 0
clock: 0 / 0 / 0
stage by stage:
step           setup slack [ns]  area, um^2  hold slack, ns  std cells  total power, W
2_1_floorplan             0.265        8930         -0.0956       1169       0.0000406
3_3_place_gp              0.513        9140           0.361       1359       0.0000652
3_5_place_dp              0.510        9140           0.371       1359       0.0000657
4_1_cts                   0.515        9140           0.368       1359       0.0000656
5_1_grt                   0.498        9140           0.377       1359       0.0000681
6_report                  0.514        9140           0.365       1359       0.0000635
Yosys cell counts, types with 5 or more instances:
library cell	count	area share
sky130_fd_sc_hd__and3_1	14	0.0098
sky130_fd_sc_hd__nor3_1	30	0.017
sky130_fd_sc_hd__o21a_1	12	0.010
sky130_fd_sc_hd__nand4_1	21	0.015
sky130_fd_sc_hd__o22ai_1	5	0.0035
sky130_fd_sc_hd__nand2b_1	15	0.011
sky130_fd_sc_hd__a31o_2	7	0.0069
sky130_fd_sc_hd__inv_1	98	0.041
sky130_fd_sc_hd__o21bai_1	7	0.0059
sky130_fd_sc_hd__or3_1	9	0.0063
sky130_fd_sc_hd__or2_2	7	0.0049
sky130_fd_sc_hd__o21ai_0	55	0.031
sky130_fd_sc_hd__nor4_1	14	0.0098
sky130_fd_sc_hd__nand3_1	39	0.022
sky130_fd_sc_hd__a21oi_1	71	0.040
sky130_fd_sc_hd__a41oi_1	6	0.0059
sky130_fd_sc_hd__a22oi_1	6	0.0050
sky130_fd_sc_hd__xnor2_1	71	0.070
sky130_fd_sc_hd__and2_1	13	0.0091
sky130_fd_sc_hd__mux2i_1	6	0.0067
sky130_fd_sc_hd__buf_4	17	0.014
sky130_fd_sc_hd__o21ai_1	5	0.0028
sky130_fd_sc_hd__fa_1	39	0.087
sky130_fd_sc_hd__ha_1	118	0.17
sky130_fd_sc_hd__nor2_1	65	0.027
sky130_fd_sc_hd__a31oi_1	14	0.0098
sky130_fd_sc_hd__nor3b_1	6	0.0050
sky130_fd_sc_hd__xor2_1	31	0.030
sky130_fd_sc_hd__o31ai_1	12	0.010
sky130_fd_sc_hd__and4_1	5	0.0049
sky130_fd_sc_hd__clkbuf_1	31	0.013
sky130_fd_sc_hd__nor2b_1	16	0.011
sky130_fd_sc_hd__dfrtp_1	22	0.062
sky130_fd_sc_hd__o211ai_1	9	0.0076
sky130_fd_sc_hd__a2111oi_0	7	0.0069
sky130_fd_sc_hd__nand2_1	90	0.038
sky130_fd_sc_hd__a211oi_1	15	0.013
sky130_fd_sc_hd__buf_2	9	0.0050
sky130_fd_sc_hd__a21o_1	26	0.022
sky130_fd_sc_hd__nand3b_1	8	0.0067
sky130_fd_sc_hd__a21boi_0	6	0.0050
area by class of cell:
class / instances / area (um^2) / share of cell area
repair buffers: 29 / 265 / 0.0290
flip-flops and latches: 22 / 551 / 0.0602
multi-input cells: 980 / 7660 / 0.838
well taps: 225 / 282 / 0.0308
inverters: 103 / 387 / 0.0423
worst max-delay path by stage:
stage / to / slack [ns]
final: pll_inst.clk_25 / 0.51
after global routing: pll_inst.clk_25 / 0.50
after CTS: pll_inst.clk_25 / 0.52
Power is estimated from default activity; no workload was simulated.
